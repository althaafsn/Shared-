[design.v]
module ALU(Ain,Bin,ALUop,out,status);
    input [15:0] Ain, Bin;
    input [1:0] ALUop;
    output reg [15:0] out;
    output [2:0] status;
    wire Z, N;
    reg V;
    assign status = {Z, V, N};
    assign Z = ~|out; 
    assign N = out[15];
    always_comb begin
        V = 1'b0;
        case (ALUop)
            2'b00: 
            begin
                out = Ain + Bin;  
                V = (Ain[15] ^ out[15]) & (Bin[15] ^ out[15]);
            end 
            2'b01: 
            begin
                out = Ain - Bin;  
                V = (Ain[15] ^ out[15]) & (Bin[15] ~^ out[15]);
            end 
            2'b10: out = Ain & Bin;  
            2'b11: out = ~Bin;
            default: out = 16'bx_xxx_xxx_xxx_xxx_xxx;
        endcase
    end
endmodule
module datapath (
    clk,
    readnum, vsel, loada, loadb,
    shift, asel, bsel, ALUop, loadc, loads,
    imm5,
    writenum, write, mdata, sximm8, pc,
    status_out, c);
    input clk, loada, loadb, loadc, loads, write, asel, bsel;
    input [1:0] ALUop, shift, vsel; 
    input [2:0] readnum, writenum;
    input [15:0] mdata, sximm8, pc;
    input [4:0] imm5;
    output reg [2:0] status_out;
    output reg [15:0] c;
    wire [15:0] sximm5 = {{11{imm5[4]}}, imm5};
    reg [15:0] data_in_reg, data_out_reg, A_FF, B_FF, s_out, A_in_ALU, B_in_ALU, out_ALU;
    reg [2:0] status; 
    shifter FileShifter(B_FF, shift, s_out);
    regfile REGFILE(data_in_reg, writenum, write, readnum, clk, data_out_reg);
    ALU ALUModule(A_in_ALU, B_in_ALU, ALUop, out_ALU, status);
    always_ff @(posedge clk) begin
        if (loada) begin 
            A_FF = data_out_reg;
        end else A_FF = A_FF;
        if (loadb) begin 
            B_FF = data_out_reg;
        end else B_FF = B_FF;
        if (loadc) begin 
            c = out_ALU;
        end else c = c;
        if (loads) begin 
            status_out = status;
        end else status_out = status_out;
    end 
    always_comb begin
        case(vsel)
            2'b00: data_in_reg = c;
            2'b01: data_in_reg = pc;
            2'b10: data_in_reg = sximm8;
            2'b11: data_in_reg = mdata;
        endcase
    end
    always_comb begin
      if (asel == 1'b1) begin
        A_in_ALU <= 16'b0;
      end else begin
        A_in_ALU <= A_FF;
      end
      if (bsel == 1'b1) begin
        B_in_ALU <= sximm5;
      end else begin
        B_in_ALU <= s_out;
      end
    end
endmodule
module lab6_top(KEY,SW,LEDR,HEX0,HEX1,HEX2,HEX3,HEX4,HEX5,CLOCK_50);
  input [3:0] KEY;
  input [9:0] SW;
  output [9:0] LEDR; 
  output [6:0] HEX0, HEX1, HEX2, HEX3, HEX4, HEX5;
  input CLOCK_50;
  wire [15:0] out, ir;
  input_iface IN(CLOCK_50, SW, ir, LEDR[7:0]);
  wire Z, N, V;
  cpu U( .clk   (~KEY[0]),  
         .reset (~KEY[1]), 
         .s     (~KEY[2]),
         .load  (~KEY[3]),
         .in    (ir),
         .out   (out),
         .Z     (Z),
         .N     (N),
         .V     (V),
         .w     (LEDR[9]) );
  assign HEX5[0] = ~Z;
  assign HEX5[6] = ~N;
  assign HEX5[3] = ~V;
  sseg H0(out[3:0],   HEX0);
  sseg H1(out[7:4],   HEX1);
  sseg H2(out[11:8],  HEX2);
  sseg H3(out[15:12], HEX3);
  assign HEX4 = 7'b1111111;
  assign {HEX5[2:1],HEX5[5:4]} = 4'b1111;  
  assign LEDR[8] = 1'b0;
endmodule
module input_iface(clk, SW, ir, LEDR);
  input clk;
  input [9:0] SW;
  output [15:0] ir;
  output [7:0] LEDR;
  wire sel_sw = SW[9];  
  wire [15:0] ir_next = sel_sw ? {SW[7:0],ir[7:0]} : {ir[15:8],SW[7:0]};
  vDFF #(16) REG(clk,ir_next,ir);
  assign LEDR = sel_sw ? ir[7:0] : ir[15:8];  
endmodule         
module vDFF(clk,D,Q);
  parameter n=1;
  input clk;
  input [n-1:0] D;
  output [n-1:0] Q;
  reg [n-1:0] Q;
  always @(posedge clk)
    Q <= D;
endmodule
module sseg(in,segs);
  input [3:0] in;
  output reg [6:0] segs;
  always_comb begin
    segs = 7'b1111111;  
    case(in)
      4'h0: segs = 7'b1000000;
      4'h1: segs = 7'b1111001;
      4'h2: segs = 7'b0100100;
      4'h3: segs = 7'b0110000;
      4'h4: segs = 7'b0011001;
      4'h5: segs = 7'b0010010;
      4'h6: segs = 7'b0000010;
      4'h7: segs = 7'b1111000;
      4'h8: segs = 7'b0000000;
      4'h9: segs = 7'b0010000;
      4'hA: segs = 7'b0001000;
      4'hB: segs = 7'b0000011;
      4'hC: segs = 7'b1000110;
      4'hD: segs = 7'b0100001;
      4'hE: segs = 7'b0000110;
      4'hF: segs = 7'b0001110;
    endcase
  end
endmodule
module regfile(data_in,writenum,write,readnum,clk,data_out);
  input [15:0] data_in;            
  input [2:0] writenum, readnum;   
  input write, clk;                
  output reg [15:0] data_out;      
  reg [15:0] R7, R6, R5, R4, R3, R2, R1, R0;
    reg [15:0] nextR7, nextR6, nextR5, nextR4, nextR3, nextR2, nextR1, nextR0;
    vDFF #(16) reg0 (clk, nextR0, R0);
    vDFF #(16) reg1 (clk, nextR1, R1);
    vDFF #(16) reg2 (clk, nextR2, R2);
    vDFF #(16) reg3 (clk, nextR3, R3);
    vDFF #(16) reg4 (clk, nextR4, R4);
    vDFF #(16) reg5 (clk, nextR5, R5);
    vDFF #(16) reg6 (clk, nextR6, R6);
    vDFF #(16) reg7 (clk, nextR7, R7);
  always_comb begin
    case (readnum)
      3'b000: data_out = R0;
      3'b001: data_out = R1;
      3'b010: data_out = R2;
      3'b011: data_out = R3;
      3'b100: data_out = R4;
      3'b101: data_out = R5;
      3'b110: data_out = R6;
      3'b111: data_out = R7;
      default: data_out = {16{1'bx}};
    endcase   
  end 
always_comb begin
    {nextR7, nextR6, nextR5, nextR4, nextR3, nextR2, nextR1, nextR0} = 
      {R7,R6,R5,R4,R3,R2,R1,R0};
      if (write) begin   
        case (writenum)
          3'b000: nextR0 = data_in;
          3'b001: nextR1 = data_in;
          3'b010: nextR2 = data_in;
          3'b011: nextR3 = data_in;
          3'b100: nextR4 = data_in;
          3'b101: nextR5 = data_in;
          3'b110: nextR6 = data_in;
          3'b111: nextR7 = data_in;
        endcase 
      end
end
endmodule
module shifter(in,shift,sout);
  input [15:0] in;
  input [1:0] shift;
  output reg [15:0] sout;
  reg [14:0] temp;
    always_comb begin
		temp = 15'bxxx_xxx_xxx_xxx_xxx;
		case (shift)
        2'b00: sout = in;
        2'b01: sout = in << 1;
        2'b10: sout = in >> 1;
        2'b11: 
        begin
            temp = in >> 1;
            sout = {in[15], temp} ;
        end
      endcase
end
endmodule
[config.mk]
export PLATFORM = sky130hd
export DESIGN_NAME = datapath
export DESIGN_NICKNAME = datapath
export VERILOG_FILES = /design/flow/design.v
export SDC_FILE = /design/flow/constraint.sdc
export NUM_CORES = 4
export LEC_CHECK = 1
export CORE_UTILIZATION = 50
[run.sh]
#!/bin/bash
# OpenROAD 26Q1-2900-gdf79404cd8, Yosys 0.63+post, stock flow scripts
make -C /OpenROAD-flow-scripts/flow DESIGN_CONFIG=/design/flow/config.mk WORK_HOME=/design/flow/orfs finish
[constraint.sdc]
current_design datapath

set clk_period 11.8
set clk_io_pct 0.2

create_clock -name clk0 -period $clk_period [get_ports {clk}]

set non_clock_inputs [all_inputs -no_clocks]
set_input_delay [expr $clk_period * $clk_io_pct] -clock clk0 $non_clock_inputs
set_output_delay [expr $clk_period * $clk_io_pct] -clock clk0 [all_outputs]
==> results_slide.txt <==
Run Summary

Final timing
  • Post-Route Skew: roughly 0.014 ns
  • Final WS setup: approximately 5 ns
  • Worst-Margin Slew: between 0.8 and 0.9 ns
  • Tcrit/Tclk final: 0.578
  • Maximum clock rate: about 0.15 GHz
  • Final hold vios: 0
  • Setup-failing EPs final: 0
  • Setup TNS: 0 ns
  • Final Max Slew Viols: 0
  • RSZ-0062 raised after global routing: no
  • Slew headroom: 0.403
  • Minimum clock period: about 7 ns

Power
  • Peak supply drop: between 100 and 150 µV
  • PD cells: 142 mW/mm²
  • Leakage: approximately 4.1 nW
  • Flop pwr share: 0.474
  • Switching share of power: 0.280
  • Int Pwr: about 0.0012 W
  • Logic gate share of total power: 0.174
  • Net Sw Power: 0.000450 W
  • Proportion of power drawn by the clock network: 0.352

Route
  • N_diodes: 0
  • Starting DRT DRC Count: a little over 400
  • DR vias/cell: 5.96
  • Met2 routed WL: approximately 12,000 µm
  • Drt total wl: approximately 24,000 µm
  • TritonRoute pass-1 iters: 5
  • Wire length on met1: between 9000 and 10,000 µm
  • Routed length per instance: 21.8 µm
  • DRC viols: 0
  • Met3 WL post-DR: about 1700 µm
  • Antenna viol nets, final: 0
  • Via count: about 6,500
  • Highest Signal Layer: met4

Yosys
  • # Cells Yosys: between 700 and 800
  • Post-synth top cells: edfxtp_1 (179), nand2_1 (55), nor2_1 (53), a21oi_1 (47), o21ai_0 (47)
  • Ys async rst share: 0
  • Cells after Synth: roughly 760
  • Cell with the most instances after synthesis: edfxtp_1
  • YS warnings: 5
  • Yosys reg bits: 179
  • Yosys cell types: 69
  • Count of library flops with an enable pin: ~180
  • Commonest flop: edfxtp_1
  • Chip area line of the yosys report: 0.00951 mm²
  • Avg Cell Area, Syn: 12.6 µm²
  • Cell area leaders: edfxtp_1 (57%), mux4_2 (7.1%), ha_1 (4.1%)
  • Post-synth top area cell: edfxtp_1
  • Post-Syn Area: approximately 0.0095 mm²
  • Seq share, synth: 0.565
  • Top cell type's share of synthesized area: 0.565

Floorplanning
  • Core Rows: around 50
  • FP Util: 0.510
  • Die Ht: roughly 140 µm
  • IO Count: between 90 and 100
  • Die width: between 100 and 150 µm
  • Die Area: 0.0196 mm²
  • Core area: between 0.015 and 0.02 mm²

Flow run
  • Max-Cap Viols: 0
  • Tool warnings: approximately 40

Finish
  • Fillers: 1,438
  • Final Util: 0.604
  • P&R area growth vs syn: 18.5%
  • Final non-filler cell total: roughly 1,100
  • Layout cells sized above 1: 0.125

Global route
  • Number of global-route vias before repair: 6,502
  • Total GRT Usage: 0.282
  • Total grt overflow: 0
  • Largest net degree at the start of global routing: between 50 and 60
  • Initial antenna violation count: 0
  • First-pass GRT wire length: 37,700 µm

Place
  • Pre-CTS setup slack: approximately 4.6 ns
  • Placed Cells: approximately 1,100
  • Post-detail-place hpwl: 17,200 µm
  • Port bufs: between 90 and 100
  • Gpl congestion: around 0.93

Critical path
  • FF-to-FF End: status_out[2]
  • Critical Path AT: 7.08 ns
  • Crit Path Category: in2reg
  • Crit path DRT: 12.06 ns
  • Reg2reg start: B_FF[7]
  • Worst Path Max Fanout: 13
  • R2R Setup Slk: roughly 7.4 ns
  • Crit path capture type: flop
  • Reg2Reg Depth: 13
  • Crit start category: primary input

Min path
  • Hold Crit Endpoint: A_FF[10]
  • Cell count of the worst hold path: 2
  • Hold crit path type: reg2reg
  • Hold path start: REGFILE.reg0.Q[10]

Clock tree
  • Post-CTS Hold Buffers: 0
  • CTS sink cnt: about 180
  • # resized after CTS: 0
  • Max Buffers Root-to-Sink: 2
  • TritonCTS clock tree: done
  • Clk Tree Root Cell: clkbuf_16
  • Post-CTS setup buffers: 0
  • Clk pin slew, worst setup/hold paths: 0.08 ns
  • TritonCTS Buffers: 17
  • Clk latency of the worst-skew pair: roughly 0.43 ns
  • CTS H-tree lvls: 4

Run status
  • Outcome: finished clean
-- registers in the layout (all words and copies together), names as in the netlist --
name	count
A_FF	16
B_FF	16
REGFILE.reg0.Q	16
REGFILE.reg1.Q	16
REGFILE.reg2.Q	16
REGFILE.reg3.Q	16
REGFILE.reg4.Q	16
REGFILE.reg5.Q	16
REGFILE.reg6.Q	16
REGFILE.reg7.Q	16
c	16
status_out	3
-- power groups by stage --
| stage | Sequential [W] | Combinational (W) | Clock [W] |
|---|---|---|---|
| after CTS | 0.000761 | 0.000280 | 0.000574 |
| after global routing | 0.000764 | 0.000308 | 0.000597 |
| final | 0.000760 | 0.000280 | 0.000564 |
-- critical path, cell delays in order --
cell and delay [ns]:
clkdlybuf4s50_1 0.73, clkinv_1 0.36, a21boi_0 0.46, inv_1 0.09
ha_1 0.52, nand4_1 0.26, a211o_1 0.37, a2111oi_0 0.41
a31o_2 0.16, nor3_1 0.07, or4b_1 0.59, or4_1 0.44
nor4_2 0.24
-- how the worst max path moves through the flow --
stage	startpoint	endpoint	cells after the start
CTS	bsel	status_out[2]	13
global route	bsel	status_out[2]	14
finish	bsel	status_out[2]	13
-- layer usage --
layer,global-route usage,up-vias
li1,-,3040
met1,0.439,3157
met2,0.439,225
met3,0.0901,34
met4,0.0416,0
met5,0,-
-- layout make-up --
type / count / area (µm²) / share of cell area
sequential: 179 / 5380 / 0.477
timing repair buffer: 108 / 1030 / 0.0913
clock buffer: 17 / 425 / 0.0378
inverter: 44 / 165 / 0.0147
multi-input combinational: 487 / 3780 / 0.336
clock inverter: 15 / 193 / 0.0171
tap: 234 / 293 / 0.0260
-- layout by cell type, fill, tap and decap left out, types with 5 or more instances in the layout --
cell and count:
inv_1 42, a21o_1 6, a21boi_0 7, clkbuf_16 17
nand3_1 14, nor2_1 53, edfxtp_1 179, nand2b_1 8
nand2_1 55, o22ai_1 9, nor2b_1 21, mux4_2 30
a31oi_1 8, mux2i_1 34, buf_4 17, a211oi_1 8
ha_1 31, clkdlybuf4s50_1 89, mux2_2 13, xnor2_1 9
o21ai_0 47, clkinv_8 7, nor3_1 5, a21oi_1 47
-- stage by stage --
| step | cell area [µm²] | total power (W) | hold WS [ns] |
|---|---|---|---|
| detailed placement | 10600 | 0.00105 | 0.586 |
| global route | 11300 | 0.00167 | 0.640 |
| global placement | 10600 | 0.00105 | 0.584 |
| CTS | 11300 | 0.00162 | 0.609 |
| finish | 11300 | 0.00160 | 0.609 |
| floorplan | 9510 | 0.000941 | 0.518 |
-- kinds of logic after synthesis --
group	count (synthesis)	share of synthesized area
simple gates	181	0.0911
xor+xnor	13	0.0120
buf+inv	91	0.0375
flops	179	0.565
mux	78	0.123
fa+ha+maj	33	0.0450
compound gates	182	0.125
No activity file was given, so power comes from the tool's default toggle rates.
