==> flow/design.v <==
module StateController(
    input [2:0] opcode,
    input [1:0] op, in_sh,
    input clk, rst,  
    output reg loadc, loads, loada, loadb, write,
    output reg [2:0] nsel, 
    output reg [1:0] vsel, sel, sh,
    output reg reset_pc, load_pc, addr_sel, load_ir, load_addr,
    output reg [1:0] mem_cmd
    );
    reg [4:0] currentState;
    reg [3:0] allLoad;
    assign {loads, loadc, loadb, loada} = allLoad;
    assign {selB, selA} = sel;
    always_ff @(posedge clk) begin
        if (rst) begin
            currentState = 5'b01000;
        end else         
        case(currentState)
            5'b01000:
            begin
                currentState = 5'b01001;
            end
            5'b01001:
            begin
                currentState = 5'b01010;
            end
            5'b01010:
            begin
                currentState = 5'b01011;
            end
            5'b01011:
            begin
                currentState = 5'b00001;
            end
            5'b00001: 
            begin
                if (opcode == 3'b110
                && op == 2'b10) begin
                    currentState = 5'b00010;
                end else if (opcode == 3'b101 || 
                            (opcode == 3'b110 && op == 2'b00)) begin
                    currentState = 5'b00011;
                end else if (opcode == 3'b011 
                            || opcode == 3'b100) begin 
                    currentState = 5'b01100;
                end else if (opcode == 3'b111) begin
                    currentState = 5'b00001;
                end
            end
            5'b00011:
            begin 
                currentState = 5'b00100; 
            end 
            5'b00100:
            begin
                if (opcode == 3'b101) begin
                    if (op == 2'b01) begin
                        currentState = 5'b00111;
                    end else begin
                        currentState = 5'b00101;
                    end
                end else if (opcode == 3'b110) begin
                    if (op == 2'b00) begin
                        currentState = 5'b00101;
                    end else currentState = 5'b01001;
                end else currentState = 5'b01001;
            end 
            5'b00101:
            begin
                currentState = 5'b00110;  
            end 
            5'b00111:
            begin
                currentState = 5'b01001;  
            end 
            5'b00010:
            begin
                currentState = 5'b01001;  
            end 
            5'b01100: 
            begin
                if (opcode == 3'b011) begin
                    currentState = 5'b01110;
                end else if (opcode == 3'b100) begin
                    currentState = 5'b01101;
                end
            end
            5'b01101:
            begin
                currentState = 5'b01110;
            end
            5'b01110:
            begin
                currentState = 5'b01111;
            end
            5'b01111:
            begin
                if (opcode == 3'b011) begin
                    currentState = 5'b10010;
                end else if (opcode == 3'b100) begin
                    currentState = 5'b10001;
                end   
            end
            5'b10010: currentState = 5'b10000;
            5'b10000: currentState = 5'b01001;
            5'b10001: currentState = 5'b01001;
            default: 
            begin
                currentState = 5'b01001;
            end
        endcase
    end
    always_comb begin
        allLoad = 4'b0000;
        sel = 2'b00;
        vsel = 2'b00;
        write = 1'b0;
		nsel = 3'b000;
        sh = 2'b00;
        reset_pc = 1'b0;
        load_pc = 1'b0;
        addr_sel = 1'b0;
        load_ir = 1'b0;
        mem_cmd = 2'b00;
        load_addr = 1'b0;
        case (currentState)
            5'b01000: 
            begin
                {reset_pc, load_pc} = {1'b1, 1'b1};
            end 
            5'b01001:
            begin
                {addr_sel, mem_cmd} = {1'b1, 2'b01};
            end
            5'b01010:
            begin
                {addr_sel, load_ir, mem_cmd} = {1'b1, 1'b1, 2'b01};
            end
            5'b01011:
            begin
                load_pc = 1'b1;
            end
            5'b00101: begin
                allLoad = 4'b0100;
                sh = in_sh;
                if ((opcode == 3'b110) || (op == 2'b11)) begin
                    sel = 2'b01;
                end else sel = 2'b00;
            end  
            5'b00111: begin
                allLoad = 4'b1000;
                sh = in_sh;
            end
            5'b00011: begin
                allLoad = 4'b0001;
                nsel = 3'b010;
            end 
            5'b00100: begin
                allLoad = 4'b0010;
                nsel = 3'b001;
            end 
            5'b00010: begin
                nsel = 3'b010;
                vsel = 2'b10;
                write = 1'b1;
            end 
            5'b00110: begin
                vsel = 2'b00;
                write = 1'b1;
                nsel = 3'b100;
            end 
            5'b01100: begin
                allLoad = 4'b0001;
                nsel = 3'b010;
            end
            5'b01101: begin
                allLoad = 4'b0010;
                nsel = 3'b100;
            end
            5'b01110: begin
                sel = 2'b10;
                allLoad = 4'b0100;
                sh = 2'b00;
            end
            5'b01111: begin
                load_addr = 1'b1;
                sh = 2'b00;
                if (opcode == 3'b100) begin
                    sel = 2'b01;
                    allLoad = 4'b0100;
                end
            end
            5'b10010: begin
                addr_sel = 1'b0;
                mem_cmd = 2'b01;
            end
            5'b10000: begin
                nsel = 3'b100;
                vsel = 2'b11;
                mem_cmd = 2'b01;
                write = 1'b1;
            end
            5'b10001: begin
                addr_sel = 1'b0;
                mem_cmd = 2'b10;
            end
        endcase
    end    
endmodule
==> flow/run.sh <==
#!/bin/bash
# OpenROAD 26Q1-2900-gdf79404cd8, Yosys 0.63+post, stock flow scripts
make -C /OpenROAD-flow-scripts/flow DESIGN_CONFIG=/design/flow/config.mk WORK_HOME=/design/flow/orfs finish
==> flow/config.mk <==
export PLATFORM = sky130hd
export DESIGN_NAME = StateController
export DESIGN_NICKNAME = StateController
export VERILOG_FILES = /design/flow/design.v
export SDC_FILE = /design/flow/constraint.sdc
export NUM_CORES = 4
export LEC_CHECK = 1
export CORE_AREA = 10 10 75 75
export DIE_AREA = 0 0 85 85
==> flow/constraint.sdc <==
current_design StateController

set clk_period 1.4
set clk_io_pct 0.2

create_clock -name clk0 -period $clk_period [get_ports {clk}]

set non_clock_inputs [all_inputs -no_clocks]
set_input_delay [expr $clk_period * $clk_io_pct] -clock clk0 $non_clock_inputs
set_output_delay [expr $clk_period * $clk_io_pct] -clock clk0 [all_outputs]
==> flow_summary.json <==
{
  "status": "finished with violations",
  "violations": "negative setup slack",
  "warnings": 27,
  "ioPinCount": 30,
  "setup.worst_path.end": "mem_cmd[0]",
  "ys_seq_frac": 0.449,
  "die_h_um": 85,
  "initCoreUtil": 0.198,
  "rsz0062_at_grt": "true",
  "via_count": 776,
  "largest_reg_flops": 18,
  "first_pass_iters": 4,
  "antenna_cells": 0,
  "drive_gt1_frac": 0.477,
  "postSynthAreaPerCell_um2": 9.23,
  "crit_type": "register to output pin",
  "grt_pass1_wl_um": 3910,
  "p_leak_nw": 0.625,
  "maxCapViolCount": 0,
  "finalSetupViolations": 3,
  "hold_buffers": 0,
  "start_kind": "register",
  "routedWlPerCell_um": 13.1,
  "final_area_mm2": 0.00131,
  "dp_hpwl_um": 1740,
  "async_reset_ff_frac": 0,
  "slew_violations": 0,
  "slew_headroom": 0.777,
  "routed_wl_um": 2330,
  "ys_chip_area_um2": 803,
  "worst_ep_arrival_time_ns": 1.22,
  "setup.worst_path.start": "currentState[6]",
  "clockBufferDepth": 2,
  "synth-edff-count": 0,
  "rr_endpoint": "currentState[11]",
  "clock.fmax_ghz": 0.668,
  "yosysMostFrequentCell": "dfxtp_1",
  "grt_max_degree": 13,
  "clk_latency_ns": 0.25,
  "cts_tree": "done",
  "finalSetupTns_ns": -0.166,
  "port_buffers": 29,
  "cts-root-buf": "clkbuf_8",
  "top_cells_by_area": "dfxtp_1 (45%), nor2b_1 (4.7%), or2_2 (3.9%)",
  "drc_errors": 0,
  "rrSetupSlack_ns": 0.17,
  "dieArea_mm2": 0.00723,
  "design.core.area_mm2": 0.00406,
  "gp_congestion": 0.798,
  "syn_area_um2": 803,
  "cp.required_ns": 1.12,
  "synthFlopType": "dfxtp_1",
  "crit_path_end_kind": "output pin",
  "top_cells_by_count": "dfxtp_1 (18), clkbuf_1 (6), nor2b_1 (6)",
  "seq_area_um2": 383,
  "ys_types": 33,
  "rows": 23,
  "htreeDepth": 1,
  "place_area_mm2": 0.00120,
  "fill_cells": 411,
  "min_period_ns": 1.50,
  "critPathMaxFanout": 2,
  "clk_pin_slew_worst_paths_ns": 0.06,
  "setup_ws_ns": -0.0974,
  "grt_pass1_vias": 779,
  "reg2regPathDepth": 4,
  "top_area_frac": 0.449,
  "clkSinkCount": 18,
  "viasPerCell": 4.36,
  "hold_violations": 0,
  "hold_path_class": "input pin to register",
  "min_from": "opcode[1]",
  "worst_pin_slew_ns": 0.330,
  "power.density_mw_per_mm2": 814,
  "die_x_um": 85,
  "syn_to_final_growth_pct": 62.6,
  "drtAntennaViolNets": 0,
  "yosys-stat-cells": 87,
  "top_area_cell": "dfxtp_1",
  "cts_buffers": 3,
  "period_used_share": 1.07,
  "peakVddDrop_mv": 0.410,
  "antenna_found_initial": 0,
  "comb_area_um2": 388,
  "drt_iter0_markers": 75,
  "track_usage": 0.0639,
  "ys_warn_count": 3,
  "ys.flops": 18,
  "grt-ovfl-total": 0,
  "p_total_mw": 1.06,
  "r2r_start": "currentState[1]",
  "syn_inst": 87,
  "skew_ns": 0.00101
}
## worst min path at each step
stage | end | cells after the start | slack, ns
4_1_cts | currentState[16] | 2 | 0.25
5_1_grt | currentState[16] | 2 | 0.22
6_report | currentState[16] | 2 | 0.23
## routing by layer
layer	global-route usage	up-vias	routed length, µm
met5	0	-	0
met4	0.00299	0	15
met3	0.0308	2	210
met2	0.0954	26	1020
met1	0.0859	364	1090
li1	-	384	-
## report_power, final
group | total [mW] | internal, mW | switching (mW)
clock network | 0.415 | 0.250 | 0.165
registers | 0.522 | 0.518 | 0.00399
logic | 0.127 | 0.0759 | 0.0508
total | 1.06 | 0.843 | 0.220
## placed cells by master, fill, tap and decap left out, drive strengths merged, types with 2 or more instances in the layout
master | synthesis | layout
a32o | 2 | 2
a21oi | 2 | 2
and3 | 4 | 4
dlygate4sd2 | 0 | 7
buf | 5 | 26
o21a | 2 | 2
clkbuf | 6 | 7
or3 | 5 | 5
dfxtp | 18 | 18
or2 | 6 | 6
nor2 | 5 | 5
nor2b | 7 | 7
nand2 | 3 | 3
a31oi | 4 | 4
clkdlybuf4s50 | 0 | 6
clkdlybuf4s15 | 0 | 5
inv | 2 | 2
## worst max-delay path, cell delays in order (launching register included)
cell	delay (ns)
dfxtp_2	0.32
or2_4	0.24
or3_1	0.30
buf_2	0.12
## timing repair
item,in CTS,in global routing
buffers inserted,5,1
pin swaps,2,2
setup endpoints to repair,23,11
resized,61,22
hold endpoints to repair,0,0
gates cloned,0,0
## layout make-up
type	instances	share of cell area
repair buffers	48	0.314
multi-input cells	56	0.297
flip-flops and latches	18	0.293
well taps	50	0.0479
clock buffers	4	0.0421
inverters	2	0.00575
## cells by family (layout without fill, tap and decap cells)
family | count (synthesis) | after routing | share of synthesized area
buf+inv | 13 | 54 | 0.0888
compound gates | 15 | 15 | 0.139
flops | 18 | 18 | 0.449
simple gates | 41 | 41 | 0.324
## stage by stage
stage / setup WS [ns] / hold WS, ns / utilization / cells
3_3_place_gp: -0.586 / 0.445 / 0.295 / 169
4_1_cts: -0.107 / 0.250 / 0.315 / 177
2_1_floorplan: 0.154 / 0.308 / - / 87
6_report: -0.0974 / 0.229 / 0.322 / 178
3_5_place_dp: -0.612 / 0.457 / 0.295 / 169
5_1_grt: -0.175 / 0.225 / 0.322 / 178
